### /design/flow/run.sh
#!/bin/bash
# OpenROAD 26Q1-2900-gdf79404cd8, Yosys 0.63+post, stock flow scripts
make -C /OpenROAD-flow-scripts/flow DESIGN_CONFIG=/design/flow/config.mk WORK_HOME=/design/flow/orfs finish
### /design/flow/config.mk
export PLATFORM = sky130hd
export DESIGN_NAME = all
export DESIGN_NICKNAME = all
export VERILOG_FILES = /design/flow/design.v
export SDC_FILE = /design/flow/constraint.sdc
export NUM_CORES = 4
export LEC_CHECK = 1
export CORE_AREA = 10 10 113 113
export DIE_AREA = 0 0 123 123
### /design/flow/constraint.sdc
current_design all

set clk_period 4.7
set clk_io_pct 0.2

create_clock -name clk0 -period $clk_period [get_ports {clk}]

set non_clock_inputs [all_inputs -no_clocks]
set_input_delay [expr $clk_period * $clk_io_pct] -clock clk0 $non_clock_inputs
set_output_delay [expr $clk_period * $clk_io_pct] -clock clk0 [all_outputs]
### /design/flow/design.v
module f1_fsm(
    input logic clk,
    input logic rst,
    input logic en,
    output logic [8:1] data_out
);
    typedef enum { S0,S1,S2,S3,S4,S5,S6,S7,S8 } my_state;
    my_state current_state, next_state;
    always_ff @(posedge clk) begin
        if (rst) current_state <= S0;
        else if (en)  current_state <=next_state;
    end
    always_comb
        case(current_state)
            S0: next_state = S1; 
            S1: next_state = S2; 
            S2: next_state = S3; 
            S3: next_state = S4; 
            S4: next_state = S5; 
            S5: next_state = S6;
            S6: next_state = S7;
            S7: next_state = S8;
            S8: next_state = S0;
            default: next_state = S0;
        endcase
    always_comb
        case(current_state)
            S0: data_out={8'b0};
            S1: data_out={8'b1};
            S2: data_out={8'b11};
            S3: data_out={8'b111};
            S4: data_out={8'b1111};
            S5: data_out={8'b11111};
            S6: data_out={8'b111111};
            S7: data_out={8'b1111111};
            S8: data_out={8'b11111111};
            default: data_out = {8'b0};
        endcase
endmodule
module all #(
    parameter WIDTH=16
)(
    input logic clk,
    input logic rst,
    input logic en,
    input logic [WIDTH-1:0] N,
    output logic [8:1] data_out
);
    logic tick;
clktick clktick(
    .clk(clk),
    .en(en),
    .rst(rst),
    .N(N),
    .tick(tick)
);
f1_fsm f1(
    .clk(clk),
    .en(tick),
    .rst(rst),
    .data_out(data_out)
);
endmodule
module clktick #(
	parameter WIDTH = 16
)(
  input  logic             clk,       
  input  logic             rst,       
  input  logic             en,        
  input  logic [WIDTH-1:0] N,     	  
  output logic  		       tick       
);
logic [WIDTH-1:0] count;
always_ff @ (posedge clk)
    if (rst) begin
        tick <= 1'b0;
        count <= N;  
        end
    else if (en) begin
	    if (count == 0) begin
		    tick <= 1'b1;
		    count <= N;
	        end
	    else begin
		    tick <= 1'b0;
		    count <= count - 1'b1;
	        end
        end
endmodule
==> flow_metrics.py <==
# Physical implementation metrics
metrics = {
    "clock_network": {
        "numClockSinks": 33,
        "cts.repair.resized": 0,
        "cts_root_buffer": "clkbuf_8",
        "clk_pin_slew_ns": 0.06,
        "ctsHoldBuffers": 0,
        "cts_made_buffers": 5,
        "cts_tree": "built",
        "h-tree-depth": 2,
        "cts_setup_buffers": 0,
        "clockBufferDepth": 2,
        "insertion_delay_ns": 0.28,
    },
    "logic_synthesis": {
        "top_cells_by_area": "edfxtp_1 31%, dfxtp_1 22%, nor2_1 6.2%, a21oi_1 4.2%, ha_1 4.0%",
        "synthAoiAreaFrac": 0.104,
        "ys_sh_mux": 0.0391,
        "top_logic_kind": "simple AND/OR/NAND/NOR gates",
        "yosys_warnings": 2,
        "top_cells_by_count": "26 x nor2_1, 17 x dfxtp_1, 16 x edfxtp_1, 13 x a21oi_1, 7 x inv_1",
        "async_flop_share": 0,
        "numSynthFlops": 33,
        "xor_share": 0.0670,
        "top_cell": "nor2_1",
        "flop_cell": "dfxtp_1",
        "synth_cell_type_count": 37,
        "top_cell_area_share": 0.306,
        "netlist_area_sq_um": 1570,
        "ys_area_sq_um": 1570,
        "yosysTopAreaCell": "edfxtp_1",
        "edf_count": 16,
        "synthAdderAreaFrac": 0.0399,
        "yosysCellCount": 151,
        "ys_seq_frac": 0.524,
        "ys_sh_simple": 0.195,
        "avgSynthCellArea_sq_um": 10.4,
        "synth_cells": 151,
    },
    "finish": {
        "post-route-cell-area_sq_um": 2090,
        "drive_gt1_frac": 0.0939,
        "syn2layout_area_growth_pct": 33.1,
    },
    "critical_path": {
        "cp.required_ns": 4.87,
        "ff2ff_setup_slack_ns": 2.40,
        "r2r_cells": 5,
        "rr_endpoint": "clktick.count[15]",
        "start_kind": "input port",
        "crit_path_max_fanout": 10,
        "critical_path_class": "in2reg",
        "worst-endpoint-arrival_ns": 2.86,
        "critPathCaptureType": "flop",
        "timing.rr.start": "clktick.count[4]",
    },
    "die": {
        "io_pins": 27,
        "fp.dieW_um": 123,
        "rows": 37,
        "die_h_um": 123,
        "die-area_sq_um": 15100,
        "core_area_sq_um": 10300,
        "fp_util": 0.152,
    },
    "detailed_routing": {
        "viasPerCell": 3.63,
        "drtPass1Iterations": 4,
        "wire_per_inst_um": 10.9,
        "dr.first_iter.drc_count": 71,
        "drc": 0,
        "routed_wl_mm": 3.47,
        "num_antenna_cells": 0,
        "postRouteAntennaNets": 0,
        "vias": 1150,
    },
    "place": {
        "dpl_worst_slack_ns": 1.78,
        "io_buffers": 26,
        "hpwl_mm": 2.60,
        "gp_congestion": 0.790,
        "placed_area_sq_um": 2000,
    },
    "global_route": {
        "grt_pass1_wl_mm": 5.56,
        "grt_max_degree": 19,
        "antenna_found_initial": 0,
        "track_usage": 0.0458,
        "grt.overflow.total": 0,
        "grt_pass1_vias": 1163,
    },
    "sta": {
        "rsz0062_at_grt": "false",
        "setup_tns_ns": 0,
        "fin_skew_ns": 0.00593,
        "finalSetupViolCount": 0,
        "fin_ws_ns": 2.01,
        "fin_crit_ns": 2.69,
        "tightestPinTransition_ns": 0.627,
        "slew_headroom": 0.582,
        "final_max_slew_viol_count": 0,
        "max_freq_ghz": 0.372,
        "hold_viol_final": 0,
        "hold_slack_ns": 0.516,
        "period_used_share": 0.572,
    },
    "power_and_ir_drop": {
        "power_leakage_nw": 0.716,
        "powerDensity_nw_per_um2": 294,
        "total_power_mw": 0.613,
        "max-vdd-ir-drop_uv": 109,
    },
    "run_status": {
        "status": "finished clean",
    },
    "hold_path": {
        "whs_path_depth": 2,
        "worstHoldPathType": "reg2reg",
        "min_to": "f1.current_state[1]",
        "min_from": "f1.current_state[1]",
    },
    "flow_run": {
        "cap_viol_max_count": 0,
        "tool_warnings": 28,
    },
}
sequential cells by signal, summed over array words and instances, names as in the netlist:
name and count:
f1.next_state 4, data_out 8, f1.current_state 4, clktick.tick 1, clktick.count 16
through the flow:
step | util | instances
after floorplan | - | 151
after global placement | 0.193 | 309
after detailed placement | 0.193 | 309
after CTS | 0.202 | 317
after global routing | 0.202 | 317
final | 0.202 | 317
final cells by class:
cell class | count | area, sq um
tap | 136 | 170
clock buffer | 8 | 90.1
multi-input combinational | 105 | 704
timing repair buffer | 28 | 275
sequential | 33 | 821
inverter | 7 | 26.3
fill | 1097 | 8240
worst max path at each step:
stage | startpoint | end | depth (start not counted)
CTS | rst | data_out[3] | 7
global route | rst | data_out[3] | 7
finish | rst | data_out[2] | 7
cell usage in the layout, fill, tap and decap left out, types with 2 or more instances in the layout:
cell,netlist,final
a21o_1,3,3
a21oi_1,13,13
a31oi_1,3,3
buf_4,0,2
clkbuf_1,5,2
clkbuf_8,0,6
clkdlybuf4s50_1,0,26
dfxtp_1,17,17
edfxtp_1,16,16
ha_1,5,5
inv_1,7,7
mux2i_1,5,5
nand2_1,4,4
nand3_1,3,3
nand4_1,2,2
nor2_1,26,26
nor3_1,2,2
nor4_1,2,2
o21ai_0,2,2
o31ai_1,2,2
or2_2,3,3
or4_1,3,3
xnor2_1,6,6
xor2_1,6,6
worst max-delay path: stages:
cell and delay, ns:
clkdlybuf4s50_1 0.60, nor2_1 0.40, inv_1 0.09, ha_1 0.22, and4bb_2 0.25, a21o_1 0.19
a21o_1 0.16
report_power, final:
group	switching, mW	leakage, nW	total, mW	internal [mW]
clock	0.0956	0.0455	0.215	0.119
sequential	0.0179	0.295	0.338	0.320
combinational	0.0268	0.376	0.0597	0.0329
total	0.140	0.716	0.613	0.472
cell families after synthesis:
family | Yosys count
fa+ha+maj | 5
mux | 6
compound gates | 27
flops | 33
xor+xnor | 12
buf+inv | 13
simple gates | 55
routing by layer:
layer / global-route usage / up-vias / wire (um)
li1: - / 594 / -
met1: 0.0665 / 522 / 1730
met2: 0.0636 / 31 / 1440
met3: 0.0194 / 3 / 274
met4: 0.00728 / 0 / 15
met5: 0 / - / 0
Power figures rest on the tool's default switching activity, not on a simulated workload.
