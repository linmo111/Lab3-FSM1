==> flow/design.v <==
module lfsr(
    input logic clk,
    input logic rst,
    input logic en,
    input logic [4:1] data_in ,
    output logic [4:1] data_out 
);
    logic [4:1] sreg;
    always_ff @(posedge clk) begin
        if (rst)
            sreg <= data_in;
        else if (en) begin
            sreg[4] <= sreg[3];
            sreg[3] <= sreg[2];
            sreg[2] <= sreg[1];
            sreg[1] <= sreg[3] ^ sreg[4];
        end
    end
    assign data_out = {sreg[4],sreg[3],sreg[2],sreg[1]};
endmodule
==> flow/run.sh <==
#!/bin/bash
# OpenROAD 26Q1-2900-gdf79404cd8, Yosys 0.63+post, stock flow scripts
make -C /OpenROAD-flow-scripts/flow DESIGN_CONFIG=/design/flow/config.mk WORK_HOME=/design/flow/orfs finish
==> flow/config.mk <==
export PLATFORM = sky130hd
export DESIGN_NAME = lfsr
export DESIGN_NICKNAME = lfsr
export VERILOG_FILES = /design/flow/design.v
export SDC_FILE = /design/flow/constraint.sdc
export NUM_CORES = 4
export LEC_CHECK = 1
export CORE_AREA = 10 10 70 70
export DIE_AREA = 0 0 80 80
==> flow/constraint.sdc <==
current_design lfsr

set clk_period 1.9
set clk_io_pct 0.2

create_clock -name clk0 -period $clk_period [get_ports {clk}]

set non_clock_inputs [all_inputs -no_clocks]
set_input_delay [expr $clk_period * $clk_io_pct] -clock clk0 $non_clock_inputs
set_output_delay [expr $clk_period * $clk_io_pct] -clock clk0 [all_outputs]
==> flow_metrics.py <==
# Generated from Yosys and OpenROAD reports
metrics = {
    "yosys": {
        "postSynthSeqShare_pct": 67.6,
        "syn-instance-count": 11,
        "post_synth_area_from_yosys_stat_um2": 178,
        "numSynthFlops": 4,
        "ys_cells": 11,
        "syn-cell-area_um2": 178,
        "synth-warning-count": 1,
        "synth_cell_type_count": 6,
        "syn-mean-instance-area_um2": 16.2,
    },
    "clocking": {
        "clkSlewWorstSetupHoldPaths_ns": 0.04,
        "cts_tree": "built",
        "tritoncts.num_buffers": 3,
        "post_cts_buffers": 0,
        "worstSkewPairLatency_ns": 0.24,
        "cts_root_buffer": "clkbuf_4",
        "post_cts_resized": 0,
        "cts_sinks": 4,
        "ctsLongestPathBuffers": 2,
        "cts-htree-levels": 1,
        "post_cts_hold_buffer_count": 0,
    },
    "setup_path": {
        "worstReg2RegEnd": "sreg[1]",
        "r2r_start": "sreg[3]",
        "cp_cell_sequence": "clkdlybuf4s50_1",
        "reg2reg_depth": 2,
        "worst_path_dominant_cell_family": "buffers and inverters",
        "setup.worst_path.start_class": "flip-flop",
        "rrSetupSlack_ns": 0.94,
        "timing.critical_path.from": "sreg[1]",
        "timing.critical_path.fanout_max": 2,
        "worst-endpoint-required_ns": 1.52,
        "worst-path-stages": 1,
        "cpPeakStageDelay_ns": 0.50,
        "cp-end-kind": "output pin",
        "path_buffers": 1,
        "critPathCapture": "data_out[1]",
        "path_class": "reg -> out",
        "cp_arrival_ns": 1.10,
        "worst_path_max_delay_cell": "clkdlybuf4s50_1",
    },
    "detailed_routing": {
        "routed_via_density": 2.03,
        "wire_per_inst_um": 8.13,
        "drtPass1Iterations": 2,
        "routed-via-count": 142,
        "count_of_routing_violations_after_the_opening_detailed_route_iteration": 23,
        "antenna_left": 0,
        "antenna_cells_inserted": 0,
        "route.detailed.drc": 0,
        "routed_wirelength_um": 569,
    },
    "timing": {
        "period_needed_ns": 1.48,
        "fin_worst_hold_slack_ns": 0.583,
        "rsz_0062_raised_after_global_routing": "false",
        "total_negative_setup_slack_ns": 0,
        "worst-slew-pin-transition_ns": 0.236,
        "slew_violations": 0,
        "post-route-worst-setup-slack_ns": 0.416,
        "timing_hold_violations_final": 0,
        "achievable-frequency_mhz": 674,
        "finClkSkew_ns": 0.00705,
        "finalSetupViolCount": 0,
        "maxSlewHeadroom_pct": 84.1,
        "timing.final.crit_share_pct": 78.1,
    },
    "final_layout": {
        "largest_register_ffs": 4,
        "area_growth_syn_to_layout_pct": 101,
        "top_reg_by_flops": "sreg",
        "biggestRegsByFlops": "sreg: 4 flops",
        "layout-drive-gt1-share_pct": 29.2,
    },
    "placed_design": {
        "place.gp.congestion": 0.754,
        "place_worst_setup_slack_ns": 0.309,
        "count_of_port_buffers_added_during_placement": 10,
    },
    "power": {
        "power_density_nw_per_um2": 768,
        "power_leakage_nw": 0.114,
        "ir_worst_vdd_v": 0.000129,
    },
    "die": {
        "fp_util_pct": 5.20,
        "die_height_um": 80,
        "row_count": 21,
        "io-pin-count": 11,
        "floorplan.die.width_um": 80,
        "chip_area_um2": 6400,
        "floorplan.core_area_um2": 3420,
    },
    "global_route": {
        "groute.usage.overall_pct": 2.09,
        "pin_count_of_the_biggest_net_entering_global_routing": 7,
        "antenna_found_initial": 0,
        "remaining_global_route_overflow": 0,
        "first_global_vias": 170,
        "first_pass_grt_wire_length_um": 917,
    },
    "run_status": {
        "status": "completed",
    },
    "run": {
        "log.warning_count": 25,
        "maxCapViolCount": 0,
    },
    "min_path": {
        "hold_class": "reg -> reg",
    },
}
-- cell usage after synthesis --
library cell | n | area [um2]
edfxtp_1 | 4 | 120
mux2_2 | 3 | 33.8
nand2_1 | 1 | 3.75
o21ai_0 | 1 | 5.00
or2_2 | 1 | 6.26
xnor2_1 | 1 | 8.76
-- cells in the final DEF (no fill, tap or decap) --
cell type / instances
clkdlybuf4s50_1: 10
mux2_2: 3
or2_2: 1
nand2_1: 1
clkbuf_4: 3
edfxtp_1: 4
xnor2_1: 1
o21ai_0: 1
-- stage by stage --
stage / utilization [%] / power [mW] / cells / instance area (um2)
floorplan: - / 0.128 / 11 / 178
global placement: 9.82 / 0.165 / 67 / 335
detailed placement: 9.82 / 0.166 / 67 / 335
CTS: 10.5 / 0.279 / 70 / 358
global route: 10.5 / 0.292 / 70 / 358
finish: 10.5 / 0.275 / 70 / 358
-- cell families after synthesis --
family,synth area share (%)
AND-OR/OR-AND,2.81
XOR/XNOR,4.93
flip-flops,67.6
multiplexers,19.0
AND/OR/NAND/NOR,5.63
-- per-layer routing --
metal	share of wire (%)	vias up	track usage (%)
li1	-	70	-
met1	42	58	2.35
met2	23	12	1.52
met3	33	2	3.75
met4	1.4	0	0.528
met5	0	-	0
-- worst min-delay path by stage --
stage	endpoint	startpoint	cells after the start	slack (ns)
finish	sreg[3]	sreg[2]	1	0.58
global route	sreg[3]	sreg[2]	1	0.62
CTS	sreg[3]	sreg[2]	1	0.59
-- layout make-up --
cell class	instances	area (um2)
sequential	4	120
multi-input combinational	7	57.6
fill	405	3060
tap	46	57.6
timing repair buffer	10	100
clock buffer	3	22.5
-- report_power, final --
group | leakage [nW] | total, mW | internal [mW] | switching [mW]
clock network | 0.0138 | 0.110 | 0.0709 | 0.0389
logic | 0.0589 | 0.0472 | 0.0362 | 0.0110
registers | 0.0411 | 0.118 | 0.111 | 0.00650
No activity file was given, so power comes from the tool's default toggle rates.
